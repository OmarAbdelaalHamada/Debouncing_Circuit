### design/flow/design.v
module Debouncing_Circuit(clk,rst_n,noisy_in,debouncer_out);
parameter NUM_STAGES = 2;
parameter COUNTER_FINAL_VALUE = 100;
input clk,rst_n,noisy_in;
output debouncer_out;
wire sync_signal,timer_done,timer_en,debouncer_out_wire;
Synchronizer Sync(clk,rst_n,noisy_in,sync_signal);
FSM fsm(clk,rst_n,sync_signal,timer_done,debouncer_out_wire,timer_en);
Timer timer(clk,rst_n,timer_en,timer_done);
assign debouncer_out = debouncer_out_wire;
endmodule
module FSM(clk,rst_n,sync_signal,timer_done,debouncer_out,timer_en);
localparam IDLE = 2'b00;
localparam CHECK_HIGH = 2'b01;
localparam HIGH_STATE = 2'b10;
localparam CHECK_LOW = 2'b11;
input clk,rst_n,sync_signal,timer_done;
output reg debouncer_out,timer_en;
reg [1:0]current_state,next_state;
always @(*) begin
    case (current_state)
       IDLE :begin
            if(sync_signal)begin
                next_state <= CHECK_HIGH;
            end
            else begin
                next_state <= IDLE;
            end
       end 
       CHECK_HIGH :begin
            if(timer_done)begin
                next_state <= HIGH_STATE;
            end
            else begin
                next_state <= CHECK_HIGH;
            end
       end 
       HIGH_STATE :begin
            if(sync_signal)begin
                next_state <= HIGH_STATE;
            end
            else begin
                next_state <= CHECK_LOW;
            end
       end 
       CHECK_LOW :begin
            if(sync_signal)begin
                next_state <= HIGH_STATE;
            end
            else if(timer_done)begin
                next_state <= IDLE;
            end
            else begin
                next_state <= CHECK_LOW;
            end
       end  
    endcase
end
always @(posedge clk or negedge rst_n) begin
    if(~rst_n) begin
        current_state <= IDLE;
    end
    else begin
        current_state <= next_state;
    end
end
always @(*) begin
    case (current_state)
        IDLE : begin
            debouncer_out <= 0;
            timer_en <= 0;
        end  
        CHECK_HIGH : begin
            debouncer_out <= 0;
            timer_en <= 1;
        end  
        HIGH_STATE : begin
            debouncer_out <= 1;
            timer_en <= 0;
        end  
        CHECK_LOW : begin
            debouncer_out <= 1;
            timer_en <= 1;
        end  
    endcase
end
endmodule
module Synchronizer(clk,rst_n,noisy_in,sync_signal);
parameter NUM_STAGES = 2;
input clk,rst_n,noisy_in;
output reg sync_signal;
reg [NUM_STAGES-1:0]sync_register;
always @(posedge clk or negedge rst_n) begin
    if(~rst_n) begin 
        sync_register <= 0;
        sync_signal <= 0;
    end
    else begin
        sync_register[0] <= noisy_in;
        sync_register[1] <= sync_register[0];
        sync_signal <= sync_register[1];
    end
end
endmodule
module Timer(clk,rst_n,timer_en,timer_done);
parameter COUNTER_FINAL_VALUE = 100;
parameter COUNTER_WIDTH = 7;
input clk,rst_n,timer_en;
output reg timer_done;
reg [COUNTER_WIDTH-1:0]counter;
always @(posedge clk or negedge rst_n) begin
    if(~rst_n) begin
        counter <= 0;
        timer_done <= 0;
    end
    else begin
        if(timer_en) begin
            if(counter < COUNTER_FINAL_VALUE-1) begin
                counter <= counter + 1'b1;
                timer_done <= 0;
            end
            else begin
                counter <= 0;
                timer_done <= 1;
            end
        end
    end
end
endmodule
### design/flow/run.sh
#!/bin/bash
# OpenROAD 26Q1-2900-gdf79404cd8, Yosys 0.63+post, stock flow scripts
make -C /OpenROAD-flow-scripts/flow DESIGN_CONFIG=/design/flow/config.mk WORK_HOME=/design/flow/orfs finish
### design/flow/constraint.sdc
current_design Debouncing_Circuit

set clk_period 2.2
set clk_io_pct 0.2

create_clock -name clk0 -period $clk_period [get_ports {clk}]

set non_clock_inputs [all_inputs -no_clocks]
set_input_delay [expr $clk_period * $clk_io_pct] -clock clk0 $non_clock_inputs
set_output_delay [expr $clk_period * $clk_io_pct] -clock clk0 [all_outputs]
### design/flow/config.mk
export PLATFORM = sky130hd
export DESIGN_NAME = Debouncing_Circuit
export DESIGN_NICKNAME = Debouncing_Circuit
export VERILOG_FILES = /design/flow/design.v
export SDC_FILE = /design/flow/constraint.sdc
export NUM_CORES = 4
export LEC_CHECK = 1
export CORE_AREA = 10 10 70 70
export DIE_AREA = 0 0 80 80
==> flow_metrics.py <==
# Flow results
metrics = {
    "synth": {
        "logic_family": "AND-OR/OR-AND gates",
        "ys_seq_share_pct": 54.93,
        "synthCells": 64,
        "ys_sh_xor_pct": 0,
        "simple_gate_share_pct": 15.15,
        "synth.area.mux_share_pct": 5.109,
        "ys_seq_elements": 15,
        "synth.cell_area_um2": 685.7,
        "ys_sh_adder_pct": 1.825,
        "synth.avg_cell_area_um2": 10.71,
        "ys_warn_count": 3,
        "ys_cells": 64,
        "aoi_share_pct": 20.80,
        "synth_cell_types": 24,
        "ys_chip_area_um2": 685.7,
    },
    "cells_and_area": {
        "area_growth_syn_to_layout_pct": 15.69,
        "final_cell_mix": "dfrtp_1, nand2_1, o21ai_0",
        "layout-drive-gt1-share_pct": 17.39,
        "lay_top_count": "dfrtp_1",
    },
    "place": {
        "place_hpwl_um": 879.9,
        "portBuffers": 3,
        "gp_congestion": 0.8513,
        "dpl_worst_slack_ns": 0.5926,
    },
    "setup_path": {
        "path_cells": "or2_2 > clkdlybuf4s50_1",
        "worst_path_max_delay_cell": "dfrtp_1",
        "crit_family": "flip-flops",
        "cp.arrival_ns": 1.47,
        "cp_slowest_stage_delay_ns": 0.47,
        "required_ns": 1.76,
        "cp-start-kind": "flop",
        "cp_max_fo": 9,
        "crit_path_end_kind": "output port",
        "path_buffers": 1,
        "crit_type": "flop to output port",
    },
    "clocking": {
        "post_cts_resized": 0,
        "root_buffer": "clkbuf_4",
        "ctsHoldBuffers": 0,
        "cts_made_buffers": 3,
        "clock_sinks": 15,
        "clk_latency_ns": 0.27,
        "cts_max_path_buffers": 2,
        "cts_tree": "built",
        "htree_num_levels": 1,
        "path_clk_slew_ns": 0.09,
        "postCtsSetupBuffers": 0,
    },
    "power": {
        "p_leak_nw": 0.3281,
        "p_per_area_nw_per_um2": 553.6,
        "vdd_drop_max_v": 0.0003223,
    },
    "die": {
        "die_h_um": 80,
        "dieArea_um2": 6400,
        "fp.dieW_um": 80,
        "pin_count": 4,
        "core.rowCount": 21,
        "fp_util_pct": 20.07,
        "core_area_um2": 3416,
    },
    "job": {
        "cap_violations": 0,
        "warnings": 25,
    },
    "global_routing": {
        "antenna_found_initial": 0,
        "grt_pass1_wl_um": 2166,
        "grt_overflow": 0,
        "grt_pass1_vias": 503,
        "grt_max_degree": 16,
        "grt_usage_pct": 4.039,
    },
    "timing": {
        "period_minus_slack_ns": 1.906,
        "relSlewSlack_pct": 56.75,
        "rsz0062_at_grt": "no",
        "worst_slew_pin_slew_ns": 0.6468,
        "setup_slack_ns": 0.2936,
        "hold_viol": 0,
        "fmax_ghz": 0.5245,
        "finalMaxSlewViolations": 0,
        "finalSetupViolCount": 0,
        "fin_skew_ns": 0.0003784,
        "finalSetupTns_ns": 0,
        "fin_crit_sh_pct": 86.66,
    },
    "routing": {
        "dr_total_vias": 470,
        "ant_nets": 0,
        "drc": 0,
        "drtIter0Drc": 17,
        "firstDrtPassIters": 4,
        "wl_per_cell_um": 10.14,
        "drt_wl_total_um": 1166,
        "diodes": 0,
        "viasPerCell": 4.087,
    },
    "min_path": {
        "hp-class": "flop to flop",
    },
    "outcome": {
        "status": "finished clean",
    },
}
layout make-up:
type | instances | area [um2]
fillers | 370 | 2623
inverters | 2 | 7.507
clock buffers | 3 | 22.52
clock inverters | 1 | 5.005
repair buffers | 3 | 30.03
multi-input cells | 45 | 294.0
flip-flops and latches | 15 | 376.6
well taps | 46 | 57.56
Yosys cell counts (all sizes together):
| cell | instances | share of area [%] |
|---|---|---|
| dfrtp | 14 | 51 |
| nand2 | 9 | 4.9 |
| o21ai | 6 | 4.4 |
| nor2 | 5 | 3.1 |
| nand3 | 4 | 2.9 |
| a21oi | 3 | 2.2 |
| a22o | 2 | 2.6 |
| clkbuf | 2 | 1.1 |
| inv | 2 | 1.1 |
| mux2i | 2 | 2.9 |
| nor3 | 2 | 1.5 |
| o21ba | 2 | 2.9 |
| or2 | 2 | 1.8 |
| a2111oi | 1 | 4.0 |
| dfstp | 1 | 3.8 |
| ha | 1 | 1.8 |
| mux2 | 1 | 2.2 |
| o2111ai | 1 | 1.3 |
| o211ai | 1 | 1.1 |
| o21a | 1 | 1.1 |
| o221ai | 1 | 1.3 |
| or3 | 1 | 0.91 |
stage by stage:
| step | cell area, um2 | total power [mW] | std cells | hold slack (ns) | util (%) |
|---|---|---|---|---|---|
| floorplan | 685.7 | 0.2849 | 64 | 0.1444 | - |
| global placement | 765.7 | 0.2937 | 111 | 0.3370 | 22.42 |
| detailed placement | 765.7 | 0.2940 | 111 | 0.3403 | 22.42 |
| CTS | 793.3 | 0.4501 | 115 | 0.3619 | 23.22 |
| global route | 793.3 | 0.4673 | 115 | 0.3770 | 23.22 |
| finish | 793.3 | 0.4392 | 115 | 0.3563 | 23.22 |
kinds of logic after synthesis:
family / count (synthesis)
AND/OR/NAND/NOR: 23
adder cells (fa/ha/maj): 1
multiplexers: 3
buffers and inverters: 4
AND-OR/OR-AND: 18
flip-flops: 15
report_power, final:
group,internal (mW),total (mW),switching (mW)
registers,0.278,0.280,0.00140
logic,0.00308,0.00821,0.00513
clock network,0.0673,0.151,0.0839
total,0.349,0.439,0.0904
per-layer routing:
| metal | global-route usage [%] | wire (um) |
|---|---|---|
| met1 | 4.983 | 532 |
| met3 | 2.045 | 72 |
| met5 | 0 | 0 |
| met2 | 6.260 | 560 |
| met4 | 0.7042 | 0 |
state kept, by name, summed over array words and instances (netlist names):
signal and cells:
fsm.current_state 4, timer.counter 7, Sync.sync_register 2, Sync.sync_signal 1
timer.timer_done 1
worst paths after layout:
path | depth (start not counted) | slack [ns] | end | startpoint
max | 2 | 0.29 | debouncer_out | fsm.current_state[3]$_DFF_PN0_
min | 0 | 0.36 | Sync.sync_register[1]$_DFF_PN0_ | Sync.sync_register[0]$_DFF_PN0_
max reg2reg | 3 | 0.77 | timer.timer_done$_DFFE_PN0P_ | timer.counter[0]$_DFFE_PN0P_
min in group asynchronous | 1 | 0.56 | timer.counter[5]$_DFFE_PN0P_ | rst_n
max in group asynchronous | 1 | 1.23 | fsm.current_state[1]$_DFF_PN0_ | rst_n
min reg2reg | 0 | 0.36 | Sync.sync_register[1]$_DFF_PN0_ | Sync.sync_register[0]$_DFF_PN0_
Power and IR drop assume default switching activity.
